`flow/design.v`:
```
module prev_state #(parameter WIDTH = 8, REGBITS = 3)
                (input  logic               ph1, ph2,
                 input  logic               regwrite,
		 input  logic 		    reset,
                 input  logic [REGBITS-1:0] ra,
                 input  logic [WIDTH-1:0]   wd, 
                 output logic [WIDTH-1:0]   row_a, row, row_b);
   	logic	[WIDTH-1:0] RAM [2**REGBITS-1:0];
  always_latch
    if (ph2 & regwrite) begin
		RAM[ra] <= wd;
	 end
	logic [REGBITS-1:0] ra1, ra2, ra3;
	assign ra1 = ra - 'b1;
	assign ra2 = ra;
	assign ra3 = ra + 'b1;
   assign row_a = RAM[ra1];
   assign row = RAM[ra2];
   assign row_b = RAM[ra3];  
endmodule
```
`flow/run.sh`:
```
#!/bin/bash
# OpenROAD 26Q1-2900-gdf79404cd8, Yosys 0.63+post, stock flow scripts
make -C /OpenROAD-flow-scripts/flow DESIGN_CONFIG=/design/flow/config.mk WORK_HOME=/design/flow/orfs finish
```
`flow/config.mk`:
```
export PLATFORM = sky130hd
export DESIGN_NAME = prev_state
export DESIGN_NICKNAME = prev_state
export VERILOG_FILES = /design/flow/design.v
export SDC_FILE = /design/flow/constraint.sdc
export NUM_CORES = 4
export LEC_CHECK = 1
export CORE_UTILIZATION = 50
export SYNTH_HDL_FRONTEND = slang
```
`flow/constraint.sdc`:
```
current_design prev_state

set clk_period 2.3
set clk_io_pct 0.2

create_clock -name clk0 -period $clk_period

set non_clock_inputs [all_inputs -no_clocks]
set_input_delay [expr $clk_period * $clk_io_pct] -clock clk0 $non_clock_inputs
set_output_delay [expr $clk_period * $clk_io_pct] -clock clk0 [all_outputs]
```
==> impl_metrics.tcl <==
# metrics dict for downstream scripts
set metrics [dict create \
    synth_cell_type_count 34 \
    relSlewSlack_pct 45.8 \
    die_x_um 73.6 \
    dp_hpwl_mm 4.02 \
    timing.hold.ws_ps 1470 \
    vdd_drop_max_mv 0.106 \
    setup-tns-final_ps 0 \
    hold_buffers 0 \
    routed_wl_mm 6.46 \
    power_density_nw_per_um2 146 \
    worstMarginPinSlew_ps 809 \
    startpoint "ra[0]" \
    warnings 39 \
    final-hold-violation-count 0 \
    yosysWarnings 0 \
    viasPerCell 5.88 \
    hold_class "in -> out" \
    layout_min_cycle_time_ps 2290 \
    critPathKind "in -> out" \
    grt_pass1_vias 1863 \
    antennaDiodeCount 0 \
    final.period_utilization_pct 99.6 \
    portBuffers 37 \
    worstHoldStart "ra[2]" \
    die-area_sq_um 5420 \
    rsz0062_at_grt "true" \
    pre_cts_slack_ps -704 \
    untimed_endpoints 64 \
    crit_path_start_kind "input port" \
    reg_top3 "RAM: 64 flops" \
    ys_sh_aoi_pct 1.90 \
    drive_above_1_share_pct 50.6 \
    grt_overflow 0 \
    design.core.area_sq_um 4820 \
    regMostFlops "RAM" \
    fp.dieH_um 73.6 \
    edf_count 0 \
    synth_chip_area_sq_um 2560 \
    setup_slack_ps 8.73 \
    timing.fmax_ghz 0.436 \
    boundaryPins 39 \
    std_cell_rows 25 \
    syn_inst 192 \
    status "finished clean" \
    dr_total_vias 1882 \
    antenna_found_initial 0 \
    final_util_pct 70.8 \
    endpoint_kind "output pin" \
    globalplace.congestion 0.821 \
    synth.avg_cell_area_sq_um 13.4 \
    power_w 0.000497 \
    grt_pass1_wl_mm 9.96 \
    crit_arrival_ps 1830 \
    topCombFamilyByArea "multiplexers" \
    unclocked_pins 64 \
    ys.flop_type "dlxtp_1" \
    track_usage_pct 26.6 \
    critPathMaxFanout 8 \
    antenna_left 0 \
    drc 0 \
    setup_violations 0 \
    muxShareOfSynthArea_pct 45.2 \
    grt_max_degree 17 \
    synth_area_sq_um 2560 \
    synthArstFlopShare_pct 0 \
    numSynthFlops 64 \
    first_pass_iters 4 \
    synthTopCellsByArea "dlxtp_1 37%, mux4_2 25%, mux2_4 18%" \
    drv_cap 0 \
    worstPathRequired_ps 1840 \
    leakagePower_nw 1.57 \
    lay_top_cells "64 x dlxtp_1, 33 x mux2_4, 28 x mux4_2" \
    fp_util_pct 53.2 \
    lay_top_count "dlxtp_1" \
    fa_ha_area_share_pct 0.976 \
    ys_sh_simple_pct 6.98 \
    yosys.area.top_type_share_pct 37.5 \
    largest_reg_flops 64 \
    final_max_slew_viol_count 0 \
    areaGrowthSynthToFinish_pct 33.0 \
    post_drt_wl_per_cell_um 20.2 \
    synth_top_cell_by_area "dlxtp_1" \
    synthXorXnorAreaFrac_pct 2.15 \
    ys_cells 192 \
    drt_iter0_markers 116 \
]
==> final timing paths <==
check,depth (start not counted),end,slack [ps]
worst max-delay path,8,row_a[1],9
worst min-delay path,4,row[3],1470
==> layer usage <==
layer	up-vias	global-route usage, %	routed length, um
met1	966	42.2	2870
met3	4	3.74	355
met2	71	43.7	3200
met4	0	1.28	34
li1	841	-	-
met5	-	0	0
==> worst max-delay path, cell delays in order <==
cell and delay, ps:
buf_16 120, clkinv_8 50, ha_4 160, xor2_4 150
buf_12 160, buf_6 100, mux4_2 490, buf_2 130
==> area by class of cell <==
| cell class | instances | area (sq um) |
|---|---|---|
| fillers | 319 | 1410 |
| inverters | 2 | 25.0 |
| multi-input cells | 112 | 1530 |
| flip-flops and latches | 64 | 961 |
| well taps | 67 | 83.8 |
| repair buffers | 75 | 810 |
==> timing repair <==
| item | 4_1_cts | 5_1_grt |
|---|---|---|
| setup buffers | 17 | 4 |
| endpoints found under the setup margin | 24 | 21 |
| pin swaps | 12 | 8 |
| endpoints found under the hold margin | 0 | 0 |
| gates resized | 93 | 12 |
| cloned | 4 | 0 |
==> logic make-up (layout without fill, tap and decap cells) <==
kind of cell,Yosys count,after routing
AOI/OAI and AO/OA,7,7
xor gates and xnor gates,2,2
buffers and inverters,16,77
muxes,65,65
latches,64,64
and+or+nand+nor,36,36
adders and majority gates,2,2
==> stage by stage <==
step | instances | instance area (sq um)
after floorplan | 192 | 2610
after global routing | 320 | 3410
final | 320 | 3410
after detailed placement | 299 | 3080
after CTS | 320 | 3430
after global placement | 299 | 3080
==> synthesized netlist by cell type (2+ instances only) <==
cell / n
dlxtp_1: 64
mux2_2: 5
nor3_1: 2
a21oi_1: 2
mux2_4: 30
or3b_2: 2
and3_1: 3
nand2_1: 15
buf_4: 2
buf_2: 3
buf_6: 3
nand3_1: 3
buf_12: 2
nor2_1: 7
mux4_2: 28
buf_1: 2
ha_1: 2
==> report_power, final <==
| group | internal (W) | switching (W) |
|---|---|---|
| registers | 0.0000275 | 0.000000893 |
| logic | 0.000299 | 0.000170 |
| clock network | 0 | 0 |
| total | 0.000326 | 0.000170 |
